`./run.sh`:
```
#!/bin/bash
# OpenROAD 26Q1-2900-gdf79404cd8, Yosys 0.63+post, stock flow scripts
make -C /OpenROAD-flow-scripts/flow DESIGN_CONFIG=/design/flow/config.mk WORK_HOME=/design/flow/orfs finish
```
`./config.mk`:
```
export PLATFORM = sky130hd
export DESIGN_NAME = Transmitter
export DESIGN_NICKNAME = Transmitter
export VERILOG_FILES = /design/flow/design.v
export SDC_FILE = /design/flow/constraint.sdc
export NUM_CORES = 4
export LEC_CHECK = 1
export CORE_UTILIZATION = 40
```
`./constraint.sdc`:
```
current_design Transmitter

set clk_period 4.1
set clk_io_pct 0.2

create_clock -name clk0 -period $clk_period [get_ports {clk}]

set non_clock_inputs [all_inputs -no_clocks]
set_input_delay [expr $clk_period * $clk_io_pct] -clock clk0 $non_clock_inputs
set_output_delay [expr $clk_period * $clk_io_pct] -clock clk0 [all_outputs]
```
`./design.v`:
```
`timescale 1ns / 1ps
module Transmitter(
    input clk, start,
    input [7:0] txIn,
    output reg tx,
    output txDone,
    output reg bitDone,
    output [3:0] waitCount
    );
reg [9:0] txData;
integer txIndex;
reg startBit = 0;
reg stopBit = 1;
parameter IDLE = 0,
          SEND = 1,
          CHECK = 2;
reg [1:0] state = IDLE;
parameter clkVal = 100_000;
parameter baudRate = 9600;
parameter waitVal = clkVal/baudRate; 
assign waitCount = waitVal;
integer count = 0;
always @(posedge clk)
begin
    if(state == IDLE)
        count <= 0;
    else
        if(count == waitCount)
        begin
            bitDone <= 1;
            count <= 0;
        end
        else
        begin
            count <= count + 1;
            bitDone <= 0;
        end
end
always @(posedge clk)
begin
    case(state)
        IDLE:
        begin
            tx <= 1;        
            txData <= 0;    
            txIndex <= 0;   
            if(start == 1)
            begin
                txData <= {stopBit, txIn, startBit};
                state <= SEND;
            end
            else
                state <= IDLE;
        end
        SEND:
        begin
            tx <= txData[txIndex];
            state <= CHECK;
        end
        CHECK:
        begin 
            if(txIndex <= 9)
            begin
                if(bitDone == 1)
                begin
                    txIndex <= txIndex + 1;
                    state <= SEND;
                end                 
            end
            else
            begin
                txIndex <= 0;
                state <= IDLE;
            end
        end
        default: state <= IDLE;
    endcase    
end
assign txDone = (txIndex == 9 && bitDone == 1)? 1:0;
endmodule
```
==> results.json <==
{
  "maxCapViolations": 0,
  "grt_first_pass_wirelength_um": 12440,
  "vdd_drop_max_mv": 0.3654,
  "drc": 0,
  "clock_skew_ns": 0.01323,
  "path_class": "flip-flop to primary output",
  "p_leak_nw": 1.493,
  "most_common_cell": "nor2_1",
  "p_total_mw": 2.480,
  "cts_tree": "built",
  "cts_max_path_buffers": 2,
  "worstHoldPathType": "flip-flop to flip-flop",
  "core_area_um2": 9684,
  "syn_inst": 393,
  "cpMaxStageDelayCell": "edfxtp_1",
  "max_slew_margin": 0.6437,
  "end_kind": "primary output",
  "dp_slack_ns": 1.553,
  "timing_hold_violations_final": 0,
  "yosysWarnings": 1,
  "cts_buffers": 9,
  "cp_slowest_stage_delay_ns": 0.49,
  "design_area_um2": 4407,
  "path_cells": "nor4_1 > nand4_1 > nor3_1 > clkdlybuf4s50_1",
  "die_x_um": 101.7,
  "ys_types": 48,
  "firstDrtPassIters": 4,
  "tightest_slew_ns": 0.5344,
  "holdWs_ns": 0.5090,
  "synthTopCellsByCount": "nor2_1, edfxtp_1, dfxtp_1, xor2_1, nand3_1",
  "area_leaders": "edfxtp_1, dfxtp_1, xor2_1, nor2_1, xnor2_1",
  "rows": 36,
  "yosys.area.top_type": "edfxtp_1",
  "antenna_found_initial": 0,
  "p_per_area_nw_per_um2": 562.7,
  "dpl_cell_area_um2": 4217,
  "status": "complete, no violations",
  "warning_count": 28,
  "gr-total-overflow": 0,
  "dp_hpwl_um": 4856,
  "root_buffer": "clkbuf_8",
  "die_area_um2": 10340,
  "path_buffers": 1,
  "ys_cells": 393,
  "yosys.stat.seqShare": 0.5011,
  "fmax_ghz": 0.3469,
  "num_vias": 2718,
  "postCtsSetupBuffers": 0,
  "yosys_most_used_dff": "edfxtp_1",
  "finalWorstSetupSlack_ns": 1.217,
  "ys_area_um2": 3975,
  "diodes": 0,
  "drive_gt1_frac": 0.09512,
  "grt_max_degree": 33,
  "cts.sinks": 77,
  "h-tree-depth": 3,
  "syn_avg_cell_area_um2": 10.11,
  "hp-start": "count[0]$_SDFF_PP0_",
  "p_sw_mw": 0.8621,
  "routed_wl_um": 7145,
  "timing.rr.start": "txIndex[0]$_SDFFCE_PN0P_",
  "detail_route.vias_per_cell": 5.006,
  "p_sw_frac": 0.3477,
  "clock_latency_ns": 0.34,
  "internal-power_mw": 1.618,
  "pwr-share-comb": 0.229,
  "numPortBuffers": 12,
  "grt_pass1_vias": 2675,
  "grt_usage": 0.1572,
  "hold_end": "count[0]$_SDFF_PP0_",
  "finalCritPeriodShare": 0.7032,
  "r2r_end": "txIndex[30]$_SDFFCE_PN0P_",
  "rsz0062_at_grt": "no",
  "p_seq_frac": 0.551,
  "die_h_um": 101.7,
  "cp-start-kind": "flip-flop",
  "synth_top_area_share": 0.3399,
  "io_pins": 17,
  "ant_nets": 0,
  "initCoreUtil": 0.4105,
  "synthArstFlopShare": 0,
  "cp_data_arrival_time_ns": 2.06,
  "p_clk_frac": 0.220,
  "setup_viol": 0,
  "drtIter0Drc": 107,
  "r2r_slack_ns": 1.85,
  "min_path_cells": 1,
  "crit_family": "simple AND/OR/NAND/NOR gates",
  "syn_area_um2": 3975,
  "required_ns": 3.28,
  "finalSetupTns_ns": 0,
  "rr_worst_depth": 6,
  "gp_congestion": 0.8540,
  "cts_resized": 0,
  "area_growth_pct": 10.86,
  "drv_slew": 0,
  "period_minus_slack_ns": 2.883,
  "edf_count": 45,
  "cts-hold-fix-buffers": 0,
  "synth_flops": 77,
  "path_max_fanout": 6,
  "wl_per_cell_um": 13.16,
  "clkTransAtPathRegs_ns": 0.08
}
-- metal layers --
layer,global-route usage,vias to the layer above,part of all wire,wire [um]
li1,-,1429,-,-
met1,0.2401,1251,0.50,3604
met2,0.2438,34,0.45,3182
met3,0.04342,4,0.043,304
met4,0.01338,0,0.0076,54
met5,0,-,0,0
-- metrics by stage --
step	util	std cells
floorplan	-	395
global placement	0.4354	527
detailed placement	0.4354	527
CTS	0.4550	543
global route	0.4550	543
finish	0.4550	543
-- power by group through the flow --
stage                 Clock (mW)  Combinational [mW]  Sequential, mW
final                      0.546               0.568            1.37
after global routing       0.600               0.643            1.41
after CTS                  0.568               0.579            1.36
-- cells in the final DEF (no fill, tap or decap), drive strengths merged, types with 5 or more instances in the layout --
cell type,Yosys,layout
clkdlybuf4s50,0,12
and3,9,9
nand4,19,19
edfxtp,45,45
dfxtp,32,32
xnor2,18,18
nand2,20,20
a21oi,13,13
clkbuf,5,9
inv,10,10
or3,11,11
nor2,65,65
nor4,14,14
and4,7,7
o21ai,11,11
ha,5,5
xor2,31,31
and2,12,12
nor3,7,7
nand3,28,28
-- final cells by class --
cell class / count / area (um^2)
clock buffers: 9 / 123.9
inverters: 10 / 37.54
flip-flops and latches: 77 / 1992
fillers: 939 / 5278
well taps: 133 / 166.4
repair buffers: 15 / 142.6
clock inverters: 7 / 66.31
multi-input cells: 292 / 1878
-- worst register-to-register path: cells and delay by family, from the launching register on --
family,cells,cell delay (ns)
XOR/XNOR,1,0.15
flip-flops,1,0.57
adder cells (fa/ha/maj),1,0.32
AND/OR/NAND/NOR,4,0.97
-- worst max path at each step --
stage | startpoint | to | slack (ns) | cells after the start
6_report | txIndex[5]$_SDFFCE_PN0P_ | txDone | 1.22 | 4
5_1_grt | txIndex[5]$_SDFFCE_PN0P_ | txDone | 1.08 | 4
4_1_cts | txIndex[5]$_SDFFCE_PN0P_ | txDone | 1.17 | 4
-- cells by family (layout without fill, tap and decap cells) --
group,count (synthesis),count (layout),synth area share
other cells,2,4,0.001889
fa+ha+maj,5,5,0.01574
flops,77,77,0.5011
simple gates,202,202,0.2883
compound gates,29,29,0.04092
buf+inv,26,41,0.03305
xor+xnor,49,49,0.1080
mux,3,3,0.01102
-- sequential cells by signal (all words and copies together) (netlist names) --
register,count
count,32
state,2
txIndex,32
txData,9
tx,1
bitDone,1
No activity file was given, so power comes from the tool's default toggle rates.
