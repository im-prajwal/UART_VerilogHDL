## flow/config.mk

```make
export PLATFORM = sky130hd
export DESIGN_NAME = Receiver
export DESIGN_NICKNAME = Receiver
export VERILOG_FILES = /design/flow/design.v
export SDC_FILE = /design/flow/constraint.sdc
export NUM_CORES = 4
export LEC_CHECK = 1
export CORE_UTILIZATION = 50
```

## flow/constraint.sdc

```tcl
current_design Receiver

set clk_period 5.1
set clk_io_pct 0.2

create_clock -name clk0 -period $clk_period [get_ports {clk}]

set non_clock_inputs [all_inputs -no_clocks]
set_input_delay [expr $clk_period * $clk_io_pct] -clock clk0 $non_clock_inputs
set_output_delay [expr $clk_period * $clk_io_pct] -clock clk0 [all_outputs]
```

## flow/design.v

```verilog
`timescale 1ns / 1ps
module Receiver(
    input clk, rx, bitDone,
    input [3:0] waitCount,
    output rxDone,
    output [7:0] rxOut
    );
reg [9:0] rxData;
integer rxIndex;
integer rxCount = 0;
parameter IDLE = 0,
          WAIT = 1,
          RECEIVE = 2;
reg [1:0] state = IDLE;
always @(posedge clk)
begin
    case(state)
        IDLE:
        begin
            rxData <= 0;
            rxIndex <= 0;
            rxCount <= 0;
            if(rx == 0)
                state <= WAIT;     
            else
                state <= IDLE;     
        end
        WAIT:
        begin
            if(rxCount < waitCount/2)
            begin
                rxCount <= rxCount + 1;
                state <= WAIT;
            end
            else
            begin
                rxCount <= 0;
                rxData = {rx, rxData[9:1]};
                state <= RECEIVE;
            end
        end
        RECEIVE:
        begin
            if(rxIndex <= 9)
            begin
                if(bitDone == 1)
                begin
                    rxIndex <= rxIndex + 1;
                    state <= WAIT;
                end
            end
            else
            begin
                rxIndex <= 0;
                state <= IDLE;
            end
        end
        default: state <= IDLE;
    endcase
end
assign rxDone = (rxIndex == 9 && bitDone == 1)? 1:0;
assign rxOut = rxData[8:1];
endmodule
```

## flow/run.sh

```bash
#!/bin/bash
# OpenROAD 26Q1-2900-gdf79404cd8, Yosys 0.63+post, stock flow scripts
make -C /OpenROAD-flow-scripts/flow DESIGN_CONFIG=/design/flow/config.mk WORK_HOME=/design/flow/orfs finish
```

==> results.env <==
OUTCOME='finished clean'
LAYOUTNONFILLERINSTCOUNT=414
TOOL_WARNINGS=28
IOS=16
TIMING_LIMITED_MAXIMUM_FREQUENCY_MHz=306
SETUP.WORST_PATH.START_CLASS='input port'
DIE_Y_EXTENT_UM=86.3
LAYOUT.CELL_AREA.NON_FILLER_UM2=4020
SYN-INSTANCE-COUNT=276
SYNTH_CHIP_AREA_UM2=3550
DRC_MARKERS=0
GRT_MAX_DEGREE=33
AREAGROWTHSYNTHTOFINISH_PCT=13.1
CTS_BUFFER_COUNT=9
TIMING.SETUP.TNS_NS=0
PORTBUFFERS=14
FLOORPLAN.CORE_UTIL=0.520
SLEW-LIMIT-HEADROOM=0.445
POST_SYNTH.CELL_AREA_AVG_UM2=12.9
POST-CTS-SETUP-BUFFERS=0
TOP_CELLS_BY_AREA='edfxtp_1 63%, xnor2_1 3.9%, xor2_1 3.5%'
FINAL_MAX_SLEW_VIOL_COUNT=0
CLK_PIN_SLEW_WORST_PATHS_NS=0.08
DRV_CAP=0
CTS_HOLD_REPAIR.BUFFERS=0
SYNTH-WARNING-COUNT=1
ROUTED_WL_UM=5460
CLOCK_LATENCY_NS=0.34
POST_SYN_AREA_UM2=3550
DPL_CELLS=398
UNREPAIRED_SETUP_ENDPOINTS_AFTER_GLOBAL_ROUTING='false'
CRIT_PATH_END_KIND='output pin'
CLKSINKCOUNT=75
POST_DRT_WL_PER_CELL_UM=13.2
DETAILEDPLACEMENTHPWL_UM=3400
NETLIST.TOP_CELL.BY_AREA='edfxtp_1'
DRT_PRE_ANTENNA_ITERS=4
GLOBALROUTE.BUSIESTLAYER='met1'
SETUP-VIOLATIONS-FINAL=0
GRT.OVERFLOW.TOTAL=0
HOLD_VIOLATIONS=0
FLOORPLAN.CORE_AREA_UM2=6830
FINALWORSTPATHREQUIREDPERIOD_NS=3.26
SYNTH.YOSYS.SEQ_AREA_SHARE=0.634
SYNTH_CELL_TYPE_COUNT=38
TIGHTEST_SLEW_NS=0.833
CLK_SKEW_NS=0.00900
ANT_NETS=0
H_TREE_LEVELS=3
CORE.ROWCOUNT=30
VIAS_IN_THE_FIRST_GLOBAL_ROUTE=2009
HOLD_PATH.CLASS='flop to flop'
CLOCK_TREE.ROOT_CELL='clkbuf_8'
GRT_ANTENNA_BEFORE_REPAIR=0
WORST_SETUP_PATH_TYPE='input port to output pin'
LAYOUT-DRIVE-GT1-SHARE=0.116
POST_CTS_RESIZED=0
CRIT_REQUIRED_NS=4.08
MET3_USAGE=0.0406
USE_MET1=0.302
INITIAL_DRC_COUNT=74
VIAS=2039
CTS-ROOT-TO-SINK-BUFFERS=2
CP_MAX_FO=2
TOTAL_ANTENNA_DIODES_IN_THE_ROUTED_DESIGN=0
TRITONCTS='done'
CHIPWIDTH_UM=86.3
PWR_DENSITY_CELL_nW_PER_UM2=514
POST_DRT_VIA_CELL_RATIO=4.93
GROUTE.USAGE.OVERALL=0.175
GROUTE.LAYER.MET2.USAGE=0.255
STANDARD_CELL_AREA_AFTER_DETAILED_PLACEMENT_UM2=3810
CRIT_ARRIVAL_NS=2.24
DIEAREA_UM2=7440
SYNTH_TOP_AREA_SHARE=0.634
PART_OF_THE_CYCLE_THE_WORST_PATH_NEEDS=0.640
YOSYSCELLCOUNT=276
IR_DROP_uV=214
LEAKAGEPOWER_nW=1.40
YS_FF=75
PLACE_CONGESTION=0.845
GRT_PASS1_WL_UM=9340
-- logic make-up (layout without fill, tap and decap cells) --
logic type | after synthesis | count (layout) | synth area share
xor+xnor | 30 | 30 | 0.0740
compound gates | 9 | 9 | 0.0222
simple gates | 128 | 128 | 0.201
flops | 75 | 75 | 0.634
fa+ha+maj | 6 | 6 | 0.0211
buf+inv | 27 | 42 | 0.0462
other cells | 1 | 28 | 0.00106
-- critical path, stage by stage --
cell	delay [ns]
clkdlybuf4s50_1	0.49
nand4b_1	0.10
nor3_1	0.15
clkdlybuf4s50_1	0.49
-- stage by stage --
step,worst slack (ns),util,power [W],hold slack (ns)
final,1.84,0.588,0.00206,0.526
after global routing,1.71,0.588,0.00220,0.570
after CTS,1.81,0.588,0.00209,0.530
after detailed placement,1.82,0.558,0.00162,0.509
after global placement,1.85,0.558,0.00162,0.508
after floorplan,1.80,-,0.00148,0.497
-- registers in the layout, summed over array words and instances, names as in the netlist --
signal	flops
rxIndex	32
rxCount	32
rxData	9
state	2
-- cell type report --
type	count	area (µm²)
multi-input combinational	201	1250
clock buffer	9	124
fill	582	2820
timing repair buffer	16	155
tap	96	120
sequential	75	2250
inverter	10	37.5
clock inverter	7	76.3
-- power breakdown --
part / switching, W / internal (W) / total, W
registers: 0.000189 / 0.000984 / 0.00117
logic: 0.000249 / 0.000189 / 0.000438
clock network: 0.000224 / 0.000228 / 0.000453
total: 0.000662 / 0.00140 / 0.00206
-- cell usage after synthesis (all sizes together) --
cell,n
a21o,1
buf,14
conb,1
a211oi,1
nand2b,1
and2,10
inv,10
nor2b,2
o21a,1
xnor2,16
nor3,6
nor4,17
o31ai,1
ha,6
clkbuf,3
nand4b,1
nand3,15
and4,7
or2,1
nor2,39
nand2,14
and3,7
o311ai,1
nand4,8
xor2,14
edfxtp,75
a31oi,2
a21oi,2
-- routing by layer --
metal / wire length (µm) / vias to the layer above
met2: 2430 / 37
met4: 104 / 0
li1: - / 1044
met3: 233 / 12
met5: 0 / -
met1: 2690 / 946
-- final timing paths --
| check | start | to | slack [ns] | cells past startpoint |
|---|---|---|---|---|
| worst max-delay path | bitDone | rxDone | 1.84 | 4 |
| worst min-delay path | rxData[9]$_SDFFCE_PN0P_ | rxData[8]$_SDFFCE_PN0P_ | 0.53 | 1 |
| worst max register to register | rxIndex[19]$_SDFFCE_PN0P_ | state[0]$_DFFE_PP_ | 2.58 | 5 |
| worst min register to register | rxData[9]$_SDFFCE_PN0P_ | rxData[8]$_SDFFCE_PN0P_ | 0.53 | 1 |
-- layout by cell type, fill, tap and decap left out, types with 9 or more instances in the layout --
cell,n
nor2_2,9
nand2_1,13
edfxtp_1,75
nor4_1,16
nor2_1,30
and2_1,10
clkbuf_8,9
clkdlybuf4s50_1,14
xor2_1,14
nand3_1,15
inv_1,10
conb_1,28
xnor2_1,16
No activity file was given, so power comes from the tool's default toggle rates.
